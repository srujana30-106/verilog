`./config.mk`:
```
export PLATFORM = sky130hd
export DESIGN_NAME = vending_mac
export DESIGN_NICKNAME = vending_mac
export VERILOG_FILES = /design/flow/design.v
export SDC_FILE = /design/flow/constraint.sdc
export NUM_CORES = 4
export LEC_CHECK = 1
export CORE_AREA = 10 10 70 70
export DIE_AREA = 0 0 80 80
```
`./constraint.sdc`:
```
current_design vending_mac

set clk_period 1.6
set clk_io_pct 0.2

create_clock -name clk0 -period $clk_period [get_ports {clk}]

set non_clock_inputs [all_inputs -no_clocks]
set_input_delay [expr $clk_period * $clk_io_pct] -clock clk0 $non_clock_inputs
set_output_delay [expr $clk_period * $clk_io_pct] -clock clk0 [all_outputs]
```
`./design.v`:
```
`timescale 1ns / 1ps
module vending_mac(input clk,
input rst,
input [1:0]in, 
output reg out,
output reg [1:0] change
    );
	 parameter state0=2'b00;
	 parameter state1=2'b01;
	 parameter state2=2'b10;
reg [1:0] prsnt_state, nxt_state;
 always @(posedge clk or posedge rst)
	begin
		if(rst)
			begin
			 prsnt_state=state0;
			 nxt_state=state0;
			 change=2'b00;
			 out=0;
			end
		else
		begin
			 prsnt_state=nxt_state;
				case(prsnt_state)
				state0:begin
					if(in==2'b00) 
						 begin 
						 nxt_state=state0;
						 out=0;
						 change =0;
						 end
					else if(in==2'b01)
						 begin
						 nxt_state=state1;
						 out=0;
						 change=2'b00;
						 end
					else 
						 begin
						 nxt_state=state2;
						 out=0;
						 change=2'b00;
						 end
						 end
			 state1:begin
					if(in==2'b00)
						 begin
						 nxt_state=state0;
						 out=0;
						 change=2'b01;
						 end
					else if(in==2'b10)
						 begin
						 nxt_state=state0;
						 out=1;
						 change=2'b00;
						 end
					else 
						 begin
						 nxt_state=state2;
						 out=0;
						 change=2'b00;
						 end
						 end
			 state2:begin
					if(in==2'b00)
						 begin
						 nxt_state=state0;
						 out=0;
						 change=2'b10;
						 end
					else if(in==2'b10)
						 begin
						 nxt_state=state0;
						 out=1;
						 change=2'b01;
						 end
					else 
						 begin
						 nxt_state=state0;
						 out=1;
						 change=2'b00;
						 end
						 end
			 endcase
	end
	end
endmodule
```
`./run.sh`:
```
#!/bin/bash
# OpenROAD 26Q1-2900-gdf79404cd8, Yosys 0.63+post, stock flow scripts
make -C /OpenROAD-flow-scripts/flow DESIGN_CONFIG=/design/flow/config.mk WORK_HOME=/design/flow/orfs finish
```
==> impl_summary.log <==
[flow] summary of implementation run
INFO  metric via_count = 206
INFO  metric cts_num_sinks = 6
INFO  metric placement.setup.worst_slack = 140 ps
INFO  metric max_clock_freq = approximately 730 MHz
INFO  metric critical_path.cell_chain = clkdlybuf4s50_1
INFO  metric drt_drc_violations_left = 0
INFO  metric initial_antenna_violation_count = 0
INFO  metric yosysUniqueCellTypes = 16
INFO  metric placement_cell_area = roughly 380 sq um
INFO  metric die-area = between 6000 and 7000 sq um
INFO  metric grt_first_pass_wirelength = 966 um
INFO  metric cts_tree = built
INFO  metric avgRoutedWirePerCell = around 7.1 um
INFO  metric route.antenna.diode_count = 0
INFO  metric drive_gt1_frac = 0.194
INFO  metric complex_gates_by_area = 0.197
INFO  metric irDropWorstVdd = around 120 uV
INFO  metric synth_area = 260 sq um
INFO  metric dominant_delay_contributor_by_cell_family_on_the_critical_path = buffers and inverters
INFO  metric areaGrowthSynthToFinish = 55.3%
INFO  metric critical_path.endpoint_type = output pin
INFO  metric path_clk_slew = 50 ps
INFO  metric critPathKind = register to output pin
INFO  metric clock_tree_root_driver_cell = clkbuf_4
INFO  metric critPathSlowestCell = clkdlybuf4s50_1
INFO  metric hp-class = input pin to async pin
INFO  metric reg2regPathDepth = 2
INFO  metric run_status = finished, final reports clean
INFO  metric synth_flops = 6
INFO  metric count_of_library_flops_with_an_enable_pin = 0
INFO  metric io_pins = 7
INFO  metric synth-main-ff-cell = dfrtp_1
INFO  metric synth_cells = 21
INFO  metric max_slew_margin = 0.810
INFO  metric finalInstanceArea = 404 sq um
INFO  metric timing.final.crit_period = ~1400 ps
INFO  metric yosys-mux-area-fraction = 0.0385
INFO  metric max-clock-path-buffers = 2
INFO  metric async_flop_share = 1.00
INFO  metric synth_area_leader_cell = dfrtp_1
INFO  metric cpPeakStageDelay = 480 ps
INFO  metric ys_top_logic_family = AND-OR/OR-AND gates
INFO  metric setup.worst_path.end = change[1]
INFO  metric rsz0062_at_grt = no
INFO  metric htree_levels = 1
INFO  metric final.period_utilization = 0.859
INFO  metric die-width = ~80 um
INFO  metric cp.arrival = approximately 1100 ps
INFO  metric synthesis.area_per_instance = 12.4 sq um
INFO  metric core-area = ~3400 sq um
INFO  metric startpoint_type = register
INFO  metric power.density = roughly 970 nW/um^2
INFO  metric post-route-worst-setup-slack = ~230 ps
INFO  metric yosys-top-cells-area = dfrtp_1 48%, dfstp_2 10%, a221o_1 3.8%
INFO  metric detail_route.iter0.violations = 8
INFO  metric detailedRoute.firstPassIterationCount = 3
INFO  metric synth_stat.cells = 21
INFO  metric crit_fanout = 2
INFO  metric reg2reg_setup_slack = roughly 540 ps
INFO  metric yosys_warnings = 1
INFO  metric final-setup-viol-count = 0
INFO  metric stage_log_warnings = 25
INFO  metric post_cts_buffers = 0
INFO  metric clk-insertion-delay-late = between 200 and 250 ps
INFO  metric crit_start = change[1]
INFO  metric cts_made_buffers = 3
INFO  metric worst_slew_pin_slew = approximately 280 ps
INFO  metric antenna_left = 0
INFO  metric routabilityCongestion = ~0.69
INFO  metric final-instance-count-excl-fill = slightly below 80
INFO  metric floorplanUtilization = 0.0762
INFO  metric io_buffers = 6
INFO  metric final.fill_count = between 300 and 400
INFO  metric detailedPlacementHpwl = 448 um
INFO  metric route.final.wire_length = between 500 and 600 um
INFO  metric leakage = around 0.16 nW
INFO  metric cp.buffers_inverters = 1
INFO  metric final-hold-violation-count = 0
INFO  metric worst_r2r_startpoint = nxt_state[0]
INFO  metric first_global_vias = roughly 210
INFO  metric yosys.cell_count.top_type = dfrtp_1
INFO  metric report.final.slew_viol_count = 0
INFO  metric globalRoute.totalOverflow = 0
INFO  metric ys_sh_xor = 0
INFO  metric via_per_inst = between 2 and 3
INFO  metric setup_tns_final = 0 ps
INFO  metric chipHeight = roughly 80 um
INFO  metric cts_resized = 0
INFO  metric maximum_number_of_pins_on_one_net_before_global_route_repair = 8
INFO  metric core.rowCount = 21
INFO  metric worstPathRequired = 1280 ps
INFO  metric top_cells_by_count = 5 x dfrtp_1, 2 x nor2_1
INFO  metric post-place-cells = ~73
INFO  metric yosys.stat.seqShare = 0.582
INFO  metric synthAdderAreaFrac = 0
INFO  metric post_route_skew = ~1.4 ps
INFO  metric timing.rr.end = out
INFO  metric simple_gate_area_frac = 0.168
INFO  metric grtUsageTotal = 0.0184
INFO  metric cp_num_cells = 1
INFO  metric synth.yosys.chip_area = around 260 sq um
INFO  metric hold_ws = roughly 310 ps
INFO  metric post-synth-top-area-fraction = 0.481
INFO  metric maxCapViolations = 0
INFO  metric cts_hold_buf = 0
[area by class of cell]
type                       count  area (sq um)  area share
inverter                       1          3.75     0.00929
sequential                     6           151       0.375
multi-input combinational     14           105       0.260
timing repair buffer           6          60.1       0.149
clock buffer                   4          26.3      0.0650
tap                           46          57.6       0.142
[metrics by stage]
| stage | power (W) | util |
|---|---|---|
| floorplan | 0.000209 | - |
| global placement | 0.000243 | 0.111 |
| detailed placement | 0.000246 | 0.111 |
| CTS | 0.000401 | 0.118 |
| global route | 0.000419 | 0.118 |
| finish | 0.000391 | 0.118 |
[flip-flops by register name (all words and copies together) (netlist names)]
name,flops
nxt_state,3
change,2
out,1
[kinds of logic (layout without fill, tap and decap cells)]
logic type             after synthesis  count (layout)
AND-OR/OR-AND                        6               6
flip-flops                           6               6
multiplexers                         1               1
buffers and inverters                1              11
AND/OR/NAND/NOR                      7               7
[placed cells by master, fill, tap and decap left out, types with 2 or more instances in the layout]
cell / Yosys / layout
clkbuf_4: 0 / 3
clkdlybuf4s50_1: 0 / 6
dfrtp_1: 5 / 5
nor2_1: 2 / 2
[per-layer routing]
metal / wire (um) / GRT usage / vias to the layer above
met5: 0 / 0 / -
met4: 24 / 0.0106 / 0
met3: 6 / 0.00682 / 2
met2: 284 / 0.0289 / 3
met1: 227 / 0.0208 / 103
li1: - / - / 98
[power by group]
| part | switching, W | internal [W] | total [W] |
|---|---|---|---|
| clock | 0.0000551 | 0.0000945 | 0.000150 |
| combinational | 0.0000180 | 0.0000382 | 0.0000562 |
| sequential | 0.0000150 | 0.000170 | 0.000185 |
| total | 0.0000882 | 0.000303 | 0.000391 |
[how the worst min path moves through the flow]
| stage | from | slack [ps] | end |
|---|---|---|---|
| global route | rst | 320 | change[0] |
| CTS | rst | 310 | nxt_state[2] |
| finish | rst | 310 | nxt_state[2] |
Power and IR drop assume default switching activity.
